$ cat ./config.mk
export PLATFORM = sky130hd
export DESIGN_NAME = ALUinmediate
export DESIGN_NICKNAME = ALUinmediate
export VERILOG_FILES = /design/flow/design.v
export SDC_FILE = /design/flow/constraint.sdc
export NUM_CORES = 4
export LEC_CHECK = 1
export CORE_AREA = 10 10 70 70
export DIE_AREA = 0 0 80 80
$ cat ./constraint.sdc
current_design ALUinmediate

set clk_period 1.2
set clk_io_pct 0.2

create_clock -name clk0 -period $clk_period [get_ports {clk}]

set non_clock_inputs [all_inputs -no_clocks]
set_input_delay [expr $clk_period * $clk_io_pct] -clock clk0 $non_clock_inputs
set_output_delay [expr $clk_period * $clk_io_pct] -clock clk0 [all_outputs]
$ cat ./design.v
module ALUinmediate(clk,rst,donefetch,start,parameter1,parameter2,r0in,r1in,r2in,r3in,P0in,R0OutEn,R1OutEn,R2OutEn,R3OutEn,P0OutEn,ALUinR1,ALUinR2,enregalu,ALUoutEn,Regiout,Regiin,done,inmtobuff,inmtoalu);
input clk,rst,start,donefetch;
input [5:0] parameter1, parameter2;
output r0in,r1in,r2in,r3in,P0in,R0OutEn,R1OutEn,R2OutEn,R3OutEn,P0OutEn,ALUinR1,ALUinR2,ALUoutEn,Regiout,Regiin,done,inmtobuff,enregalu;
reg r0in,r1in,r2in,r3in,P0in,R0OutEn,R1OutEn,R2OutEn,R3OutEn,P0OutEn,ALUinR1,ALUinR2,ALUoutEn,Regiout,Regiin,done,inmtobuff,enregalu;
output [15:0] inmtoalu;
reg [15:0] inmtoalu;
parameter st0=4'b0000, st1=4'b0001, st2=4'b0010, st3=4'b0011, st4=4'b0100, st5=4'b0101,st6=4'b0111, st7=4'b1000;
reg[3:0] state_reg, state_next; 
always @(posedge(clk), posedge(rst),posedge(donefetch)) 
  begin
    if (rst) 
    state_reg<=st0;
  else if (donefetch)
    state_reg<=st0;
    else
      state_reg <= state_next;
  end
always @(clk,Regiout,Regiin)
begin
  case(parameter1)
      6'b000000: begin
        r0in<=Regiin;
        r1in<=0;
        r2in<=0;
        r3in<=0;
        P0in<=0;
        R0OutEn<=Regiout;
        R1OutEn<=0;
        R2OutEn<=0;
        R3OutEn<=0;
        P0OutEn<=0;
      end
      6'b000001: begin
        r0in<=0;
        r1in<=Regiin;
        r2in<=0;
        r3in<=0;
        P0in<=0;
        R0OutEn<=0;
        R1OutEn<=Regiout;
        R2OutEn<=0;
        R3OutEn<=0;
        P0OutEn<=0;
      end 
      6'b000010: begin
        r0in<=0;
        r1in<=0;
        r2in<=Regiin;
        r3in<=0;
        P0in<=0;
        R0OutEn<=0;
        R1OutEn<=0;
        R2OutEn<=Regiout;
        R3OutEn<=0;
        P0OutEn<=0;
      end
      6'b000011: begin
        r0in<=0;
        r1in<=0;
        r2in<=0;
        r3in<=Regiin;
        P0in<=0;
        R0OutEn<=0;
        R1OutEn<=0;
        R2OutEn<=0;
        R3OutEn<=Regiout;
        P0OutEn<=0;
      end
      6'b000100: begin
        r0in<=0;
        r1in<=0;
        r2in<=0;
        r3in<=0;
        P0in<=Regiin;
        R0OutEn<=0;
        R1OutEn<=0;
        R2OutEn<=0;
        R3OutEn<=0;
        P0OutEn<=Regiout;
      end   
   endcase 
end
always @(start, state_reg)
  begin
  state_next<=state_reg;
  case(state_reg) 
    st0: begin
        if(start)
          state_next<=st1; 
      else
          state_next<=st0;
    end    
    st1: begin
      if(start) 
          state_next<=st2;
    else 
         state_next<=st1;
end
    st2: begin
      if(start) 
          state_next<=st3;
    else 
         state_next<=st2;
end
    st3: begin
      if(start) 
          state_next<=st4;
    else 
         state_next<=st3; 
end
st4: begin
      if(start) 
          state_next<=st5;
    else 
         state_next<=st4; 
end
st5: begin
      if(start) 
          state_next<=st6;
    else 
         state_next<=st5; 
end
st6: begin
      if(start) 
          state_next<=st7;
    else 
         state_next<=st6; 
end
st7: begin
      if(start) 
          state_next<=st7;
    else 
         state_next<=st7; 
end
endcase
end
always @(state_reg) begin
        enregalu<=0;
        inmtobuff<=0;
        inmtoalu<=16'bz;
        ALUinR1<=0;
        ALUinR2<=0;
        Regiout<=0;
        ALUoutEn<=0;
        Regiin<=0;
        done<=0;
   case(state_reg)
     st0 : 
        begin
        enregalu<=0;
        inmtobuff<=0;
        inmtoalu<=16'bz;  
        ALUinR1<=0;
        ALUinR2<=0;
        Regiout<=0;
        ALUoutEn<=0;
        Regiin<=0;
        done<=0;
     end
     st1 : 
        begin
        enregalu<=0;
        inmtobuff<=1;
        inmtoalu<=parameter2;
        ALUinR1<=0;
        ALUinR2<=1;
        Regiout<=0;
        ALUoutEn<=0;
        Regiin<=0;
        done<=0;
     end
     st2 : 
        begin
        enregalu<=0;
        inmtobuff<=0;
        inmtoalu<=16'bz;  
        ALUinR1<=0;
        ALUinR2<=0;
        Regiout<=0;
        ALUoutEn<=0;
        Regiin<=0;
        done<=0;
     end
      st3 : 
        begin
        enregalu<=0;   
        inmtobuff<=0;
        inmtoalu<=16'bz;
        ALUinR1<=1;
        ALUinR2<=0;
        Regiout<=1;
        ALUoutEn<=0;
        Regiin<=0;
        done<=0;
     end
     st4 : 
        begin
        enregalu<=1;  
        inmtobuff<=0;
        inmtoalu<=16'bz;  
        ALUinR1<=0;
        ALUinR2<=0;
        Regiout<=0;
        ALUoutEn<=0;
        Regiin<=0;
        done<=0;
     end
     st5 : begin
        enregalu<=0;
        inmtobuff<=0;
        inmtoalu<=16'bz; 
        ALUinR1<=0;
        ALUinR2<=0;
        Regiout<=0;
        ALUoutEn<=1;
        Regiin<=1;
        done<=0;
     end
     st6 : begin
        enregalu<=0;
        inmtobuff<=0;
        inmtoalu<=16'bz;
        ALUinR1<=0;
        ALUinR2<=0;
        Regiout<=0;
        ALUoutEn<=0;
        Regiin<=0;
        done<=1;
     end
     st7 : begin
        enregalu<=0;
        inmtobuff<=0;
        inmtoalu<=16'bz;
        ALUinR1<=0;
        ALUinR2<=0;
        Regiout<=0;
        ALUoutEn<=0;
        Regiin<=0;
        done<=0;
     end
endcase
end
endmodule
$ cat ./run.sh
#!/bin/bash
# OpenROAD 26Q1-2900-gdf79404cd8, Yosys 0.63+post, stock flow scripts
make -C /OpenROAD-flow-scripts/flow DESIGN_CONFIG=/design/flow/config.mk WORK_HOME=/design/flow/orfs finish
==> results_slide.txt <==
Synthesis and Place & Route Summary

Synth
  – Unique masters post-synth: 20
  – Cell Area, Synth: 707 um2
  – Synthesis-stage register bit count: 17
  – Average size of a mapped cell: 9.43 um2
  – Top cells by area: sky130_fd_sc_hd__dfrtp_1 (21%), sky130_fd_sc_hd__dlxtn_1 (21%), sky130_fd_sc_hd__buf_4 (20%)
  – Instance count of the mapped netlist: 75
  – Yosys stat cell total: around 75
  – Commonest cells in the netlist: sky130_fd_sc_hd__buf_4 (19), sky130_fd_sc_hd__dlxtn_1 (10), sky130_fd_sc_hd__dfrtp_1 (6), sky130_fd_sc_hd__nand2_1 (5)
  – Most common flop cell mapped by yosys: sky130_fd_sc_hd__dlxtn_1
  – Number of enable flip-flop cells: 0
  – Post-synth top area cell: sky130_fd_sc_hd__dfrtp_1
  – Asr flop ratio synth: 0.412
  – Yosys top cell by instances: sky130_fd_sc_hd__buf_4
  – Yosys top cell area share: 0.212
  – YS chip area: 707 um2
  – Yosys warning tally: 9

Global route
  – Total GRT Usage: 0.0522
  – Largest net degree at the start of global routing: 11
  – Via count of the first global-routing pass: 555
  – Antenna violations before repair: 0
  – Aggregate global routing overflow: 0
  – Global-route wire length before repair: 2670 um

Clocking
  – Hold-fix buffers, CTS: 0
  – Clock buffers created by TritonCTS: 3
  – Clock Root Buffer: sky130_fd_sc_hd__clkbuf_4
  – Max Root-Sink Buffers: 2
  – TritonCTS clock tree: done
  – Worst-skew pair later-pin latency: 0.26 ns
  – Depth of the CTS H-tree: 1
  – Register clock-pin slew on the reported worst setup and hold paths: 0.06 ns

Final timing
  – Endpoints left unconstrained: 20
  – Final Cycle Share: 0.954
  – Register pins left without a clock: 10
  – Final critical path time including I/O delays and setup: 1.15 ns
  – Max transition margin: 0.502
  – Clock tree skew after final layout: 0.00863 ns
  – Setup repair after global routing missed its margin: false
  – Transition time at the pin with the least slew margin: 0.739 ns
  – Hold Vio Cnt, Final: 0
  – Number of setup violations in the final report: 0
  – Pins Over Slew Limit: 0
  – Highest clock rate: 873 MHz

Power
  – Final total power: 0.000531 W
  – Leakage dissipation: 0.455 nW
  – Power per standard cell area: 538 mW/mm2
  – Largest vdd supply drop: 0.700 mV

Placement
  – Number of buffers added on ports: 27
  – Placed insts: 138
  – Placer's final routability congestion estimate: 0.794
  – Post-DP HPWL: between 1000 and 1500 um

Worst setup path
  – Crit path max-delay cell type: sky130_fd_sc_hd__dfrtp_1
  – Critical path type: register to primary output
  – Setup slack, reg-to-reg: about 0.20 ns
  – Bufs and invs on worst path: 1
  – Largest stage delay on the critical path: slightly below 0.4 ns
  – Worst Reg-to-Reg Cells: 4
  – Ordered list of cells on the worst path: dlygate4sd2_1
  – Critical path data arrival time: ~0.91 ns
  – Cell family with most CP delay: flip-flops
  – Critical Path Sink Type: primary output
  – Startpoint type of the worst setup path: register
  – Largest driver fanout on the critical path: 3
  – Worst EP required: 0.96 ns

Drt
  – Iteration tally of the first detailed-router pass: 4
  – Residual antenna-violating net count after detailed routing: 0
  – Per-cell routed wire length: 11.6 um
  – Initial drt markers: 27
  – DRC errors left: 0
  – Total inserted antenna cells: 0
  – Vias: approximately 530
  – Post-DR vias/cell: 3.63
  – Total Wirelength: 1690 um

Floorplan
  – Area enclosed by the die boundary: 0.00640 mm2
  – I/O Pins: 50
  – FP Core Util: 0.207
  – DIE HEIGHT: 80 um
  – CORE AREA: 0.00342 mm2
  – Num rows: 21
  – Die X-Extent: about 80 um

Status
  – Status: complete, no violations

Cells and area
  – Finished Layout Cells: 146
  – Layout overhead on the synthesized area: 39.6%
  – Fin util: 0.289
  – Share of layout cells above drive strength 1: 0.210
  – # fillers: 369

Worst hold path
  – Hold/Removal Path Class: input port to asynchronous set/reset pin

Run
  – Stage-log warning count: 25
  – Number of violations of the max-capacitance limit: 0
[through the flow]
step	area [um2]	setup WS [ns]	hold slack, ns	setup TNS (ns)
3_3_place_gp	940	-0.106	0.464	-0.421
2_1_floorplan	741	0.235	0.163	0
6_report	987	0.0547	0.283	0
4_1_cts	986	0.0275	0.284	0
3_5_place_dp	940	-0.119	0.474	-0.486
5_1_grt	987	0.00471	0.323	0
[cell type report]
cell class	instances	area, um2	share of cell area
sequential	17	327	0.331
timing repair buffer	35	322	0.326
multi-input combinational	41	244	0.247
tap	46	57.6	0.0583
clock buffer	4	26.3	0.0266
inverter	3	11.3	0.0114
[placed cells by master, fill, tap and decap left out, drive strengths merged]
master	synthesis	final
clkdlybuf4s50	0	19
dlxtn	10	10
conb	1	10
buf	20	9
dfrtp	6	6
dlygate4sd2	0	6
nand2	5	5
mux2	4	4
o21ai	4	4
nor2	4	4
nor3	4	4
clkbuf	3	4
inv	3	3
and4	2	2
nand3	2	2
a31oi	2	2
nor2b	1	1
or4	1	1
nor4b	1	1
or3	1	1
clkdlybuf4s15	0	1
dfstp	1	1
[worst max-delay path by stage]
stage            start     end  slack [ns]  cells past startpoint
CTS           register  Regiin        0.03                      1
global route  register  Regiin       0.005                      1
finish        register  Regiin        0.05                      1
[cell families (layout without fill, tap and decap cells)]
kind of cell / Yosys count / after routing / share of synthesized area
buffers and inverters: 26 / 42 / 0.241
AND/OR/NAND/NOR: 21 / 21 / 0.182
latches: 10 / 10 / 0.212
flip-flops: 7 / 7 / 0.250
AND-OR/OR-AND: 6 / 6 / 0.0460
multiplexers: 4 / 4 / 0.0637
other: 1 / 10 / 0.00530
[layer usage]
metal	vias up	global-route usage	wire, um
li1	269	-	-
met1	223	0.0643	700
met2	36	0.0746	695
met3	2	0.0375	285
met4	0	0.00528	8
met5	-	0	0
[report_power, final]
| group | internal [W] | switching [W] | total, W |
|---|---|---|---|
| combinational | 0.0000366 | 0.0000327 | 0.0000694 |
| sequential | 0.000244 | 0.00000000000000204 | 0.000244 |
| clock | 0.000127 | 0.0000908 | 0.000218 |
[repair_timing]
action                                  in CTS  in global routing
cloned                                       0                  0
resized                                     11                  1
endpoints found under the setup margin       8                  1
endpoints found under the hold margin        0                  0
setup buffers                                4                  0
Power and IR drop assume default switching activity.
