==> /design/flow/design.v <==
`timescale 10ns/1ns
module mainmemory(Dataout, MFC, EN, addr, datain, RW);
input EN, RW;
input[15:0] addr, datain;
output [15:0] Dataout;
output MFC;
reg [15:0] Dataout, memorycell;
reg MFC;
always@(posedge EN)
begin 
if(RW==1) begin 
  case(addr)
16'b0000000000000000: Dataout = 16'b1011000010001100; 
16'b0000000000000001: Dataout = 16'b0100000010000101; 
16'b0000000000000010: Dataout = 16'b1011000100111010; 
16'b0000000000000011: Dataout = 16'b0111000010000100; 
16'b0000000000000100: Dataout = 16'b1001000100000010; 
16'b0000000000000101: Dataout = 16'b0101000000000010; 
16'b0000000000000110: Dataout = 16'b1101000100000010; 
16'b0000000000000111: Dataout = 16'b1100000010000011; 
default: Dataout = memorycell;
endcase
end
else memorycell = datain;
#5 MFC = 1;
end
always@(negedge (EN))
MFC = 0;
endmodule
==> /design/flow/run.sh <==
#!/bin/bash
# OpenROAD 26Q1-2900-gdf79404cd8, Yosys 0.63+post, stock flow scripts
make -C /OpenROAD-flow-scripts/flow DESIGN_CONFIG=/design/flow/config.mk WORK_HOME=/design/flow/orfs finish
==> /design/flow/config.mk <==
export PLATFORM = sky130hd
export DESIGN_NAME = mainmemory
export DESIGN_NICKNAME = mainmemory
export VERILOG_FILES = /design/flow/design.v
export SDC_FILE = /design/flow/constraint.sdc
export NUM_CORES = 4
export LEC_CHECK = 1
export CORE_AREA = 10 10 108 108
export DIE_AREA = 0 0 118 118
==> /design/flow/constraint.sdc <==
current_design mainmemory

set clk_period 3.8
set clk_io_pct 0.2

create_clock -name clk0 -period $clk_period [get_ports {EN}]

set non_clock_inputs [all_inputs -no_clocks]
set_input_delay [expr $clk_period * $clk_io_pct] -clock clk0 $non_clock_inputs
set_output_delay [expr $clk_period * $clk_io_pct] -clock clk0 [all_outputs]
==> summary.txt <==
Status: complete, no violations
Postcts setup bufs: 0
Post-cts resize count: 0
Tool Warnings: 25
Worst-Margin Slew: 0.602 ns
Synth-to-Final Area Change: 56.4%
DRT antenna net count: 0
Sw power: 0.139 mW
Simple Share, Synth: 0.0930
Final Hold Fails: 0
Initial antenna violation count: 0
CP max stage cell: nand4_2
Path depth of the worst reg2reg path: 1
WL/cell: 11.9 um
Arr. time, crit path: 2.44 ns
Pint: 0.607 mW
Post-route minimum period: 2.41 ns
DP Area: 1920 um2
Post-route setup TNS: 0 ns
Top-area cell share: 0.751
Mux area share: 0.112
Cell accounting for the most synthesized area: edfxtp_1
Peak per-stage delay on the critical path: 0.50 ns
Netlist cell types: 18
R2R Path Start: memorycell[13]
Mapped Avg Cell Area: 17.5 um2
DRC Markers: 0
R2r endpoint: Dataout[13]
Clk pwr share: 0.315
Sink Count: 32
Row cnt: 35
Hold-fix buffers, CTS: 0
Core area: 9280 um2
Top logic family: multiplexers
Die x size: 118 um
Power density cells: 373 nW/um2
Maximum number of pins on one net before global-route repair: 18
Clock Path Buffers: 2
Logic area: 280 um2
Core Util at FP: 0.138
Post-DP HPWL: 2470 um
Setup WS post-layout: 1.39 ns
CP Cell Sequence: clkdlybuf4s50_1 -> nor4_2 -> nand4_2 -> mux2_4
Flops after synth: 32
Fmax: 0.415 GHz
Worst Hold Launch: memorycell[6]
Port buffer count: 49
Mapped Cells: 73
# diodes: 0
CP bufs+invs: 1
Net Sw Frac: 0.186
Fin Clk Skew: 0.000871 ns
CTS tree: yes
Io pins: 51
Slew HR: 0.598
CTS H-tree lvls: 2
Ys Warns: 2
Crit Path Max Fanout: 16
Worst hold path stage count: 1
Initial DRC Count: 22
Power Total: 0.745 mW
XOR-XNOR Cells, Area Fraction: 0
Drt total wl: 3070 um
Reg clk slew, reported paths: 0.06 ns
Clk latency of the worst-skew pair: 0.27 ns
CP endpoint kind: flop
Final setup vio count: 0
Num CTS Buffers: 5
Proportion of layout cells with a drive suffix above 1: 0.171
Register-to-register setup slack: 2.92 ns
Reg area: 961 um2
First-pass GRT wire length: 4730 um
Gate power share: 0.115
Leak: 0.714 nW
Finished layout cell area: 2000 um2
Sequential share of power: 0.570
CP startpoint kind: input port
Gr usage total: 0.0449
Root buffer cell: clkbuf_8
Worst VDD drop: 0.0940 mV
First-pass iteration count of the detailed router: 4
Vias per inst: 2.86
Critical Path RT: 3.82 ns
Chip area: 13900 um2
Layout Cells excl Fill: 258
Top cell family by delay on the critical path: simple AND/OR/NAND/NOR gates
Synth Cell Area: 1280 um2
Die height: 118 um
GRT overflow: 0
Pre-CTS setup slack: 1.06 ns
Tightest Hold Check Type: reg2reg
Layout fillers: 1007
Vias: 738
Vias in the first global route: 811
Aoi share: 0.0117
Maxcap violations: 0
Adder-cell share of the synthesized area: 0
Yosys cell count: 73
Top area cell types: edfxtp_1 75%, mux2_2 5.3%, mux2_4 3.5%
Hold endpoint: Dataout[6]
Setup repair after global routing missed its margin: no
Cell count after placement: 250
Slew Viols, Final: 0
Post-synth area from yosys stat: 1280 um2
Crit Path Class: in2reg
Seq/Total Area, Yosys: 0.751
Tcrit/Tclk final: 0.634
GP Congestion: 0.708
[cells by family (layout without fill, tap and decap cells)]
family / after synthesis / count (layout)
AOI/OAI and AO/OA: 3 / 3
buffers and inverters: 7 / 63
DFF: 32 / 32
muxes: 12 / 12
other: 1 / 1
and+or+nand+nor: 18 / 18
[how the worst max path moves through the flow]
stage,to,cells past startpoint,startpoint
CTS,Dataout[4],4,addr[5]
global route,Dataout[5],4,addr[5]
finish,Dataout[4],4,addr[5]
[stage by stage]
stage | utilization | hold slack (ns)
3_3_place_gp | 0.207 | 0.518
2_1_floorplan | - | 0.510
5_1_grt | 0.215 | 0.548
6_report | 0.215 | 0.531
3_5_place_dp | 0.207 | 0.519
4_1_cts | 0.215 | 0.534
[layer usage]
layer | up-vias | global-route usage | routed length, um
li1 | 374 | - | -
met1 | 336 | 0.0508 | 1180
met5 | - | 0 | 0
met4 | 0 | 0.00541 | 15
met3 | 2 | 0.0282 | 331
met2 | 26 | 0.0724 | 1540
[layout make-up]
cell class / instances / share of cell area
Multi-Input combinational cell: 34 / 0.140
Timing Repair Buffer: 50 / 0.249
Inverter: 5 / 0.00939
Clock inverter: 1 / 0.00188
Tap cell: 129 / 0.0807
Clock buffer: 7 / 0.0382
Sequential cell: 32 / 0.481
[power groups by stage]
stage	registers (mW)	clock network, mW	logic [mW]
CTS	0.425	0.247	0.0884
global route	0.427	0.268	0.0940
finish	0.425	0.235	0.0857
[registers in the layout, indices dropped and copies added (netlist names)]
name        flops
Dataout        16
memorycell     16
[cell usage in the layout, fill, tap and decap left out, drive strengths merged]
master	n
clkdlybuf4s50	49
edfxtp	32
mux2	9
clkbuf	7
nor2	6
inv	5
and2	5
mux2i	3
nor4	2
nor3	2
a21oi	2
nand4	1
nand2b	1
o21ai	1
nor2b	1
conb	1
clkinv	1
buf	1
[Yosys cell counts]
library cell / number
edfxtp_1: 32
and2_1: 1
nand2b_1: 1
nor2b_1: 1
conb_1: 1
mux2_2: 6
o21ai_0: 1
and2_2: 4
inv_1: 5
nand4_2: 1
nor3_1: 2
buf_6: 1
mux2_4: 3
mux2i_1: 3
nor2_1: 6
nor4_2: 2
buf_4: 1
a21oi_1: 2
Power and IR drop assume default switching activity.
