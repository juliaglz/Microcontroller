### ./design.v
module movi(clk,rst,donefetch,start,done,Regiin,parameter1,parameter2,r0in,r1in,r2in,r3in,P0in,buffen,bufftobus);
input clk,rst,start,donefetch;
input [5:0] parameter1,parameter2;
output r0in,r1in,r2in,r3in,P0in,buffen;
output [15:0] bufftobus;
reg [15:0] bufftobus;
reg r0in,r1in,r2in,r3in,P0in,buffen;
output Regiin,done;
reg Regiin,done;
parameter st0=3'b000, st1=3'b001, st2=3'b010, st3=3'b011,st4=3'b100,st5=3'b101;
reg[2:0] state_reg, state_next; 
always @(clk,Regiin)
begin
     case(parameter1)
      6'b000000: begin
        r0in<=Regiin;
        r1in<=0;
        r2in<=0;
        r3in<=0;
        P0in<=0;
      end
      6'b000001: begin
        r0in<=0;
        r1in<=Regiin;
        r2in<=0;
        r3in<=0; 
        P0in<=0;
      end 
      6'b000010: begin
        r0in<=0;
        r1in<=0;
        r2in<=Regiin;
        r3in<=0;
        P0in<=0;
      end
      6'b000011: begin
        r0in<=0;
        r1in<=0;
        r2in<=0;
        r3in<=Regiin;
        P0in<=0;
      end   
      6'b000100: begin
        r0in<=0;
        r1in<=0;
        r2in<=0;
        r3in<=0;
        P0in<=Regiin;
      end   
    endcase 
end 
always @(posedge(clk), posedge(rst),posedge(donefetch)) 
  begin
    if (rst) 
      state_reg<=st0;
   else if (donefetch) 
     state_reg<=st0;
    else
      state_reg <= state_next;
  end
always @(start, state_reg)
  begin
  state_next<=state_reg;
  case(state_reg) 
    st0: begin
        if(start)
          state_next<=st1; 
      else
          state_next<=st0;
    end    
    st1: begin
      if(start) 
          state_next<=st2;
    else 
         state_next<=st1;
end
st2: begin
      if(start) 
          state_next<=st3;
    else 
         state_next<=st2;
end
st3: begin
      if(start) 
          state_next<=st4;
    else 
         state_next<=st3;
end
st4: begin
      if(start) 
          state_next<=st5;
    else 
         state_next<=st4;
end
st5: begin
      if(start) 
          state_next<=st5;
    else 
         state_next<=st5;
end
endcase
end
always @(state_reg) begin
        buffen<=0;
        bufftobus<=16'bz;
        Regiin<=0;
        done<=0;
   case(state_reg)
     st0 : 
        begin
        buffen<=0;
        bufftobus<=16'bz;
        Regiin<=0;
        done<=0;
     end
     st1 : 
        begin
        buffen<=0;
        bufftobus<=16'bz;
        Regiin<=0;
        done<=0;
     end
     st2 : 
        begin
        buffen<=1;
        bufftobus<=parameter2;
        Regiin<=1;
        done<=0;
     end
     st3 : 
        begin
        buffen<=0;
        bufftobus<=16'bz;
        Regiin<=0;
        done<=0;
     end
     st4 : 
        begin
        buffen<=0;
        bufftobus<=16'bz;
        Regiin<=0;
        done<=1;
     end
    st5 : 
        begin
        buffen<=0;
        bufftobus<=16'bz;
        Regiin<=0;
        done<=0;
     end
endcase
end
endmodule
### ./run.sh
#!/bin/bash
# OpenROAD 26Q1-2900-gdf79404cd8, Yosys 0.63+post, stock flow scripts
make -C /OpenROAD-flow-scripts/flow DESIGN_CONFIG=/design/flow/config.mk WORK_HOME=/design/flow/orfs finish
### ./constraint.sdc
current_design movi

set clk_period 1.0
set clk_io_pct 0.2

create_clock -name clk0 -period $clk_period [get_ports {clk}]

set non_clock_inputs [all_inputs -no_clocks]
set_input_delay [expr $clk_period * $clk_io_pct] -clock clk0 $non_clock_inputs
set_output_delay [expr $clk_period * $clk_io_pct] -clock clk0 [all_outputs]
### ./config.mk
export PLATFORM = sky130hd
export DESIGN_NAME = movi
export DESIGN_NICKNAME = movi
export VERILOG_FILES = /design/flow/design.v
export SDC_FILE = /design/flow/constraint.sdc
export NUM_CORES = 4
export LEC_CHECK = 1
export CORE_AREA = 10 10 70 70
export DIE_AREA = 0 0 80 80
==> job_summary.md <==
## Synthesis and layout report

| Metric | Value |
|---|---|
| Outcome | complete, no violations |
| Setup crit end kind | register |
| Total GRT Usage | 0.03326 |
| Clock skew | approximately 0.008 ns |
| Switching Share | 0.2192 |
| CTS tree | yes |
| Netlist cell types | 18 |
| Final core utilization | 0.1912 |
| Net switching power | around 0.00011 W |
| GP Congestion | ~0.75 |
| Buf/Inv on CP | 1 |
| Avg Inst Size Synth | around 9.9 sq um |
| Total number of vias | about 330 |
| IO Pins | ~40 |
| Tool Warnings | 26 |
| DR pass1 iterations | 2 |
| Hpwl dp | just over 900 microns |
| Logic area | roughly 180 sq um |
| RSZ-0062 raised after global routing | true |
| Vias/cell | between 2 and 3 |
| First-pass GRT wire length | 1.683 mm |
| Register Area | a little over 200 sq um |
| Worst hold path class | input port to async pin |
| Number of max-cap violations | 0 |
| Final period utilization | 0.9731 |
| Initial antenna violation count | 0 |
| Crit path DAT | 1.09 ns |
| Chip area | 0.006400 sq mm |
| Area Growth Syn to Fin | 34.54% |
| Latency at later pin | between 0.2 and 0.25 ns |
| Worst-path cell chain | clkdlybuf4s50_1, mux2_2 |
| PwrDens | a little under 800 mW/mm^2 |
| Inserted Clock Buffers | 3 |
| DRT antenna net count | 0 |
| DR iter-0 viols | 7 |
| Clock buffer depth | 2 |
| Ratio of cells with drive above 1 in the final layout | 0.2462 |
| Clk pwr share | 0.457 |
| Number of setup buffers added after CTS | 0 |
| # rows | 21 |
| Setup violations, final | 0 |
| Hold bufs inserted after CTS | 0 |
| Yosys cell count | approximately 50 |
| DR WL/cell | a little over 9 microns |
| Mapped Cells | 49 |
| Int Pwr | between 0.0004 and 0.0005 W |
| Comb power frac | 0.139 |
| Final-report max-slew violation count | 0 |
| Root Driver | clkbuf_4 |
| Worst-path clk slew | 0.05 ns |
| Setup CP Type | input port to register |
| Fillers | between 300 and 400 |
| Post-place setup slack | -0.2307 ns |
| Fin worst setup slack | ~0.027 ns |
| Vias in the first global route | 365 |
| Crit path largest cell delay | between 0.5 and 0.6 ns |
| Top delay family on crit path | buffers and inverters |
| IO Port Bufs | 17 |
| Startpoint Class | input port |
| Drt total wl | 1.026 mm |
| CTS H-tree depth | 1 |
| Endpoints failing hold | 0 |
| Achievable Freq | slightly above 1000 MHz |
| Crit Path Max Fanout | 4 |
| Die Y | approximately 80 microns |
| # diodes | 0 |
| Total grt overflow | 0 |
| Min Clock Period, post-route | between 0.9 and 1 ns |
| Synth warnings | 7 |
| Area of the core | about 0.0034 sq mm |
| Post-Syn Area | about 500 sq um |
| Die Span X | around 80 microns |
| Register pins left without a clock | 5 |
| VDD IR max | approximately 0.64 mV |
| Endpoints left unconstrained | 10 |
| Overall Power | approximately 0.0005 W |
| Register bit total from synthesis | 10 |
| Post_cts resized | 9 |
| Crit path DRT | 1.12 ns |
| P_leak | between 0.2 and 0.3 nW |
| Slowest cell on the critical path | clkdlybuf4s50_1 |
| Part of the power in registers | 0.404 |
| Largest net degree at the start of global routing | 7 |
| DRC viols | 0 |
| Area figure in the yosys stat output | just under 500 sq um |
| Initial Util | 0.1421 |
kinds of logic (layout without fill, tap and decap cells):
family	after synthesis	count (layout)	share of synthesized area
compound gates	3	3	0.03351
buf+inv	19	26	0.2784
flops	5	5	0.2603
latches	5	5	0.1546
mux	3	3	0.06958
other cells	1	10	0.007725
simple gates	13	13	0.1959
routing by layer:
layer,track usage,part of all wire,vias to the layer above
met5,0,0,-
met1,0.03906,0.43,142
met4,0,0,0
met3,0.02727,0.18,0
li1,-,-,169
met2,0.04896,0.39,20
through the flow:
step / area (sq um) / setup TNS (ns) / hold WS, ns / std cells
global placement: 641.9 / -0.7758 / 0.4000 / 107
finish: 653.1 / 0 / 0.2549 / 111
floorplan: 519.2 / 0 / 0.06785 / 58
global route: 653.1 / -0.001735 / 0.3031 / 111
CTS: 653.1 / 0 / 0.2569 / 111
detailed placement: 641.9 / -0.8873 / 0.4000 / 107
layout by cell type, fill, tap and decap left out, types with 3 or more instances in the layout:
master	instances
clkdlybuf4s50_1	14
conb_1	10
dlxtn_1	5
dfrtp_1	4
mux2_2	3
nand2_1	3
clkbuf_4	3
buf_2	3
buf_4	3
final cells by class:
| type | count | area share |
|---|---|---|
| inverter | 2 | 0.01149 |
| multi-input combinational | 29 | 0.2797 |
| timing repair buffer | 20 | 0.2720 |
| clock buffer | 4 | 0.04023 |
| sequential | 10 | 0.3084 |
| tap | 46 | 0.08812 |
worst reg2reg max path, stage by stage (launching register included):
cell	delay [ns]
dfrtp_1	0.39
buf_4	0.16
mux2_2	0.25
Yosys cell counts, drive strengths merged:
library cell,count,share of area
nor2,1,0.0077
nand2,3,0.023
dlxtn,5,0.15
o21ai,2,0.021
mux2,3,0.070
nor4,1,0.026
and4,2,0.036
inv,2,0.015
conb,1,0.0077
nor2b,2,0.026
nor4b,1,0.031
dfstp,1,0.054
buf,17,0.26
or3,2,0.036
dfrtp,4,0.21
a31oi,1,0.013
nor3,1,0.010
worst paths after layout:
path | from | endpoint | slack (ns) | cells past startpoint
worst min register to register | register | register | 0.47 | 2
min in group clk0 | parameter2[0] | bufftobus[0] | 0.40 | 0
worst min-delay path | rst | async pin | 0.25 | 3
worst max-delay path | start | register | 0.03 | 2
max in group asynchronous | donefetch | state_reg[0] | 0.54 | 3
worst max register to register | register | register | 0.08 | 2
power groups by stage:
stage	registers (W)	logic, W	clock network, W
after CTS	0.000207	0.0000740	0.000245
after global routing	0.000207	0.0000811	0.000270
final	0.000207	0.0000714	0.000235
Power and IR drop assume default switching activity.
